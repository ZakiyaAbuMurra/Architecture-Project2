===== run.sh =====
#!/bin/bash
# OpenROAD 26Q1-2900-gdf79404cd8, Yosys 0.63+post, stock flow scripts
make -C /OpenROAD-flow-scripts/flow DESIGN_CONFIG=/design/flow/config.mk WORK_HOME=/design/flow/orfs finish

===== config.mk =====
export PLATFORM = sky130hd
export DESIGN_NAME = mux_2x1
export DESIGN_NICKNAME = mux_2x1
export VERILOG_FILES = /design/flow/design.v
export SDC_FILE = /design/flow/constraint.sdc
export NUM_CORES = 4
export LEC_CHECK = 1
export CORE_AREA = 10 10 70 70
export DIE_AREA = 0 0 80 80

===== constraint.sdc =====
current_design mux_2x1

set clk_period 1.0
set clk_io_pct 0.2

create_clock -name clk0 -period $clk_period

set non_clock_inputs [all_inputs -no_clocks]
set_input_delay [expr $clk_period * $clk_io_pct] -clock clk0 $non_clock_inputs
set_output_delay [expr $clk_period * $clk_io_pct] -clock clk0 [all_outputs]

===== design.v =====
module mux_2x1 #(parameter DATA_WIDTH = 32)
    (
     input wire [DATA_WIDTH-1:0] data0,
     input wire [DATA_WIDTH-1:0] data1,
     input wire sel,
     output wire [DATA_WIDTH-1:0] out
    );
    assign out = (sel == 1'b0) ? data0 : data1;
  endmodule

==> CHANGELOG.md <==
### Changed

- I/O pins: roughly 97
- Antenna fix cells: 0
- Fmax: roughly 850 MHz
- CP required: about 0.80 ns
- Minimum clock period after layout: 1.175 ns
- Worst Path Max Fanout: 7
- Measured slew at the worst slew-check pin: 0.06111 ns
- Fin. Hold Viols: 0
- Failing checks: setup timing
- Synth Area per Inst: approximately 15 um2
- Initial DRC count: 4
- Setup Viol. Count Final: 32
- Most frequent logic cell in the layout: dlygate4sd2_1
- First-pass GRT wire length: roughly 4100 um
- RSZ-0062 raised after global routing: yes
- Pwr Density: 388.7 nW/um2
- Hold EP: out[24]
- Final period util: 117.5%
- Die y size: approximately 80 um
- HP Class: input pin to output pin
- Synth Seq Share: 0%
- Most frequent cells in the layout: dlygate4sd2_1 (40), mux2_4 (32), buf_6 (29)
- Yosys chip area: roughly 540 um2
- Cells after synthesis: 36
- Wirelength, routed: about 2800 um
- Startpoint Class: input pin
- Fin worst setup slack: -0.1754 ns
- Fin. max-slew vios: 0
- Syn Std Cell Area: approximately 540 um2
- Critical path class: input pin to output pin
- Worst Path Arrival: between 0.9 and 1 ns
- Post-placement setup slack: -0.4966 ns
- Largest net degree at the start of global routing: 8
- First-pass iteration count of the detailed router: 2
- Vias in the first global route: a little over 800
- Via count: between 700 and 800
- Max-Cap Viols: 0
- Core area: about 3400 um2
- Sequential cells: 0
- Endpoint class of the critical path: output pin
- Status: finished, violations left
- Fillers: 327
- Inst Count DP: ~180
- Hold-fix buffers at CTS: 0
- Log Warnings: 34
- Rel. slew slack: 95.92%
- Min-delay src: data0[24]
- Leakage: a little under 1 nW
- RePlAce Congestion: ~0.76
- Pre-Place Util: 15.93%
- Synth warn: 0
- Yosys cell count: 36
- ANT nets after route: 0
- DRC Markers: 0
- Area growth, synth to finish: 212.0%
- Die area: between 6000 and 7000 um2
- Share of layout cells above drive strength 1: a little under three fifths
- Initial antenna violation count: 0
- Register area: 0 um2
- TNS Setup: -5.032 ns
- Die X: ~80 um
- Unique cell types: 4
- Hold path cells: 3
- Post-Layout Cell Count: 192
- Comb area: a little under 500 um2
- Gr ovfl total: 0
- Maximum VDD drop: 0.1734 mV
- Final HPWL DP: roughly 2400 um
- GRT Overall Usage: a little under 8%
- WL/cell: about 15 um
- PortBufs: slightly below 100
- Vias/cell: approximately 3.8
- Clock buffers: 0
- Num rows: 21
==> cells by family (layout without fill, tap and decap cells) <==
family	count (synthesis)	count (layout)	synth area share, %
buf+inv	4	114	13.10
mux	32	32	86.90
==> worst max-delay path by stage <==
| stage | end | from | cells after the start | slack, ns |
|---|---|---|---|---|
| finish | out[31] | sel | 5 | -0.18 |
| global route | out[31] | sel | 5 | -0.19 |
| CTS | out[0] | sel | 5 | -0.18 |
==> cell usage after synthesis (all sizes together) <==
master   n  share of area (%)
mux2    32                 87
buf      4                 13
==> stage by stage <==
| stage | power, mW | hold slack [ns] | util, % | instance area [um2] |
|---|---|---|---|---|
| floorplan | 0.2063 | 0.4977 | - | 544.3 |
| global placement | 0.6538 | 1.331 | 44.98 | 1536 |
| detailed placement | 0.6549 | 1.335 | 44.98 | 1536 |
| CTS | 0.6436 | 0.8004 | 47.03 | 1607 |
| global route | 0.7056 | 0.7141 | 49.71 | 1698 |
| finish | 0.6599 | 0.6943 | 49.71 | 1698 |
==> critical path, stage by stage <==
cell and delay (ns):
buf_12 0.11, buf_12 0.13, buf_8 0.12, mux2_4 0.30, buf_6 0.11
==> cell type report <==
type                       count  share of cell area, %
timing repair buffer         114                  68.31
multi-input combinational     32                  28.30
tap                           46                  3.390
==> per-layer routing <==
layer	part of all wire [%]	track usage, %
met5	0	0
met4	0	0
met3	11	3.068
met2	49	14.29
met1	40	8.965
==> where the power goes <==
group / switching, mW / internal (mW) / total (mW)
clock network: 0 / 0 / 0
registers: 0 / 0 / 0
logic: 0.141 / 0.519 / 0.660
==> what timing repair did <==
action                     in CTS  in global routing
setup endpoints to repair      32                 32
resized                       170                 23
buffers inserted               14                  0
gates cloned                    1                  0
Power figures rest on the tool's default switching activity, not on a simulated workload.
